<file path="config.mk">
export PLATFORM = sky130hd
export DESIGN_NAME = ALU_sync
export DESIGN_NICKNAME = ALU_sync
export VERILOG_FILES = /design/flow/design.v
export SDC_FILE = /design/flow/constraint.sdc
export NUM_CORES = 4
export LEC_CHECK = 1
export CORE_UTILIZATION = 30
</file>
<file path="constraint.sdc">
current_design ALU_sync

set clk_period 85.7
set clk_io_pct 0.2

create_clock -name clk0 -period $clk_period [get_ports {clk}]

set non_clock_inputs [all_inputs -no_clocks]
set_input_delay [expr $clk_period * $clk_io_pct] -clock clk0 $non_clock_inputs
set_output_delay [expr $clk_period * $clk_io_pct] -clock clk0 [all_outputs]
</file>
<file path="design.v">
module ALU_sync (
  input  wire        clk,           
  input  wire [15:0] A, B,          
  input  wire [3:0]  ALU_FUN,       
  output reg  [15:0] ALU_OUT,       
  output reg         Carry_flag,    
  output reg         Arith_flag,    
  output reg         Logic_flag,    
  output reg         CMP_flag,      
  output reg         Shift_flag     
);
always @(posedge clk ) begin
    Carry_flag  <= 0;
    Arith_flag  <= 0;
    Logic_flag  <= 0;
    CMP_flag    <= 0;
    Shift_flag  <= 0;
    case (ALU_FUN)
        4'b0000:begin  
        {Carry_flag,ALU_OUT} <= A+B;
        Arith_flag<=1;
        end
        4'b0001: begin   
        {Carry_flag, ALU_OUT} <= {1'b0, A} - {1'b0, B};
        Arith_flag <= 1;
      end
        4'b0010: begin   
        ALU_OUT <= A*B;
        Arith_flag <= 1;
      end
        4'b0011: begin   
        ALU_OUT <= (B != 0) ? A / B : 16'b0;   
        Arith_flag <= 1;
      end
      4'b0100: begin   
        ALU_OUT <= A & B;
        Logic_flag <= 1;
      end
      4'b0101: begin   
        ALU_OUT <= A | B;
        Logic_flag <= 1;
      end  
      4'b0110: begin   
        ALU_OUT <= ~(A & B);
        Logic_flag <= 1;
      end
      4'b0111: begin   
        ALU_OUT <= ~(A | B);
        Logic_flag <= 1;
      end        
      4'b1000: begin   
        ALU_OUT <= A ^ B;
        Logic_flag <= 1;
      end  
      4'b1001: begin   
        ALU_OUT <= ~(A ^ B);
        Logic_flag <= 1;
      end        
      4'b1010: begin   
        if (A==B) 
            ALU_OUT<=1;
            else
            ALU_OUT<=0;
        CMP_flag <= 1;
      end
      4'b1011: begin   
       if (A>B) 
            ALU_OUT<=2;
            else
            ALU_OUT<=0;
        CMP_flag <= 1;
      end 
      4'b1100: begin   
        if (A<B) 
            ALU_OUT<=3;
            else
            ALU_OUT<=0;
        CMP_flag <= 1;
      end
      4'b1101: begin   
        ALU_OUT <= A >> 1;
        Shift_flag <= 1;
      end
      4'b1110: begin   
        ALU_OUT <= A << 1;
        Shift_flag <= 1;
      end
      default: begin
        ALU_OUT <= 16'b0;
      end 
    endcase
end
endmodule
</file>
<file path="run.sh">
#!/bin/bash
# OpenROAD 26Q1-2900-gdf79404cd8, Yosys 0.63+post, stock flow scripts
make -C /OpenROAD-flow-scripts/flow DESIGN_CONFIG=/design/flow/config.mk WORK_HOME=/design/flow/orfs finish
</file>
==> summary.rpt <==
==== FLOW RESULTS ====
----------------------------------------------------
[Placement]
  Cell count after placement ........................ 2617
  Post-DP Area ........................ 15800 sq um
  Count of input and output buffers ........................ 57
  HPWL Detailed ........................ 44000 um
  Last weighted congestion value of the routability-driven placer ........................ 1.04

[CTS]
  Total CTS buffers ........................ 3
  Maximum buffer depth of the clock tree ........................ 2
  Resized Gates After CTS ........................ 0
  Post-CTS setup repair buffer count ........................ 0
  Number of buffers inserted for hold repair after clock tree synthesis ........................ 0
  Clock root buffer master ........................ clkbuf_16
  CTS tree ........................ done
  Clock-pin slew on the worst setup and hold paths ........................ 80 ps
  # clock sinks ........................ 21
  H-tree levels ........................ 1

[Yosys]
  Post-synthesis instance total ........................ 1984
  Fraction of synthesis flops using an asynchronous set or reset pin ........................ 0%
  Mapped Avg Cell Area ........................ 7.32 sq um
  Netlist area before placement ........................ 14500 sq um
  Main flop type ........................ dfxtp_1
  Leading cell types by count after synthesis ........................ 236 x ha_1, 201 x nand2_1, 189 x inv_1, 189 x nor2_1, 122 x a21oi_1
  Dominant cells by area after synthesis ........................ ha_1 20%, fa_1 11%, nand2_1 5.2%
  Top area contributor share ........................ 20.3%
  Synth top cell by count ........................ ha_1
  Yosys cell count ........................ 1984
  Count of synthesis-stage warnings from yosys ........................ 1
  EDFF count, synth ........................ 0
  Summed standard-cell area reported by yosys ........................ 14500 sq um
  Register bit count reported by yosys ........................ 21
  Cell type with the largest total area after synthesis ........................ ha_1
  Unique cell type count in the Yosys netlist ........................ 96
  Register area share after synthesis ........................ 2.90%

[Timing]
  Fmax ........................ 20.7 MHz
  Final hold violation count ........................ 0
  Worst slew margin relative to its limit ........................ 33.8%
  RSZ-0062 raised after global routing ........................ false
  Final-report max-slew violation count ........................ 0
  Setup TNS ........................ 0 ps
  Cycle use final ........................ 56.3%
  Total of endpoints with negative setup slack in the final report ........................ 0
  Worst Tran Pin Value ........................ 990 ps
  Min cycle time layout ........................ 48250 ps
  Worst hold slack ........................ 17570 ps

[Layout]
  Fraction of final layout cells sized beyond drive strength 1 ........................ 6.28%
  Fill cells ........................ 4956
  Post-layout instance area ........................ 15900 sq um
  Area grow syn2layout ........................ 9.30%
  Number of standard cells in the layout, taps in and fillers out ........................ 2621

[Worst hold path]
  Number of instances on the worst hold path ........................ 4
  Hold Path Class ........................ in2reg
  HP Start ........................ ALU_FUN[0]
  Worst Hold Path EP ........................ ALU_OUT[1]

[Setup path]
  CP Data Arrival Time ........................ 48420 ps
  Type of destination of the critical path ........................ flop
  Slowest cell on the critical path ........................ clkdlybuf4s50_1
  Critical path's largest stage delay ........................ 770 ps
  Buffering stage count on the worst path with inverters included ........................ 8
  Most used cell, CP ........................ ha_1
  Required time reported for the critical path endpoint ........................ 85870 ps
  Crit Path Class ........................ in2reg
  Crit path from ........................ B[6]
  Critical-path maximum fanout ........................ 22
  Crit path max-delay family ........................ AND-OR/OR-AND gates
  Startpoint type of the worst setup path ........................ primary input

[Routing]
  Routed WL ........................ 57100 um
  Avg WL per Cell ........................ 21.8 um
  Violation tally from detailed-route iteration zero ........................ 1326
  Post-DRT Antenna Nets ........................ 0
  Pre-Repair DR Iteration Count ........................ 6
  Ant. Diodes ........................ 0
  Vias per Instance ........................ 5.78
  Routed vias ........................ 15152
  DRC violations left ........................ 0

[Die]
  Core Region ........................ 47700 sq um
  Horizontal die size ........................ 222 um
  Overall chip area ........................ 49300 sq um
  Height of the die ........................ 222 um
  IO Pins ........................ 58
  FP Rows ........................ 80
  Fp_density ........................ 30.4%

[Global routing]
  Number of global-route vias before repair ........................ 14358
  Initial antenna violation count ........................ 1
  Maximum number of pins on one net before global-route repair ........................ 46
  GR Overflow Total ........................ 0
  Total GRT Usage ........................ 23.3%
  Wire length of the first global-routing pass ........................ 86100 um

[Power and ir drop]
  Overall power of the completed layout ........................ 254 uW
  Worst vdd ir ........................ 0.0165 mV
  Leakage power of the design ........................ 0.00709 uW
  Power per cell area ........................ 16.0 nW/um^2

[Run]
  Maxcap violations ........................ 0
  Tally of OpenROAD warnings ........................ 61

[Run status]
  Status ........................ finished, final reports clean

----------------------------------------------------
-- metrics by stage --
step / utilization (%) / worst slack [ps]
2_1_floorplan: - / 43260
3_3_place_gp: 33.1 / 38550
3_5_place_dp: 33.1 / 37930
4_1_cts: 33.2 / 38080
5_1_grt: 33.2 / 34800
6_report: 33.2 / 37450
-- flip-flops by register name, summed over array words and instances (netlist names) --
| name | flops |
|---|---|
| Shift_flag | 1 |
| Logic_flag | 1 |
| CMP_flag | 1 |
| ALU_OUT | 16 |
| Arith_flag | 1 |
| Carry_flag | 1 |
-- cell usage in the layout, fill, tap and decap left out, drive strengths merged, types with 10 or more instances in the layout --
master	netlist	layout
ha	236	236
nand2	201	201
inv	190	190
nor2	189	189
a21oi	124	124
o21ai	120	120
fa	82	82
xnor2	80	80
nor3	64	64
clkdlybuf4s50	0	56
buf	11	52
o21a	43	43
a21o	43	43
nand3	33	33
xor2	33	33
a31oi	29	29
o211ai	28	28
a211oi	24	24
or3	24	24
a221oi	22	22
dfxtp	21	21
nand2b	18	18
o221ai	16	16
nor4	15	15
and2	14	14
o22ai	14	14
nor2b	13	13
mux2i	13	13
o21bai	13	13
or2	12	12
o31ai	11	11
mux2	10	10
a22o	10	10
o2111ai	10	10
a31o	10	10
-- logic make-up (layout without fill, tap and decap cells) --
| group | count (synthesis) | in the layout | share of synthesized area, % |
|---|---|---|---|
| DFF | 21 | 21 | 2.90 |
| xor gates and xnor gates | 113 | 113 | 6.82 |
| muxes | 23 | 23 | 1.67 |
| buffers and inverters | 285 | 307 | 8.19 |
| AOI/OAI and AO/OA | 602 | 602 | 29.1 |
| adders and majority gates | 318 | 318 | 31.6 |
| and+or+nand+nor | 622 | 622 | 19.7 |
-- per-layer routing --
layer	track usage, %	vias up	share of wire, %
met5	0	-	0.030
met2	35.9	713	43
met3	5.71	121	9.5
li1	-	7204	-
met4	7.35	2	3.7
met1	32.4	7112	44
-- worst max path at each step --
stage / to / slack (ps) / depth (start not counted)
4_1_cts: ALU_OUT[0] / 38080 / 110
5_1_grt: ALU_OUT[0] / 34800 / 111
6_report: ALU_OUT[0] / 37450 / 110
-- power breakdown --
| group | internal, uW | leakage, uW | switching [uW] | total, uW |
|---|---|---|---|---|
| registers | 11.9 | 0.000176 | 1.33 | 13.3 |
| logic | 94.4 | 0.00687 | 134 | 229 |
| clock network | 6.41 | 0.0000371 | 5.96 | 12.4 |
-- final cells by class --
class | count | area, sq um | area share [%]
inverter | 195 | 732 | 4.61
timing repair buffer | 108 | 948 | 5.98
tap | 615 | 769 | 4.85
multi-input combinational | 1678 | 12900 | 81.4
sequential | 21 | 420 | 2.65
clock inverter | 1 | 7.51 | 0.0473
clock buffer | 3 | 75.1 | 0.473
-- worst min-delay path: stages --
cell and delay, ps:
buf_2 320, o22ai_1 210, a211oi_1 90, nand2_1 60
Power figures rest on the tool's default switching activity, not on a simulated workload.
